<file path="/design/flow/run.sh">
#!/bin/bash
# OpenROAD 26Q1-2900-gdf79404cd8, Yosys 0.63+post, stock flow scripts
make -C /OpenROAD-flow-scripts/flow DESIGN_CONFIG=/design/flow/config.mk WORK_HOME=/design/flow/orfs finish
</file>
<file path="/design/flow/config.mk">
export PLATFORM = sky130hd
export DESIGN_NAME = avg
export DESIGN_NICKNAME = avg
export VERILOG_FILES = /design/flow/design.v
export SDC_FILE = /design/flow/constraint.sdc
export NUM_CORES = 4
export LEC_CHECK = 1
export CORE_UTILIZATION = 50
</file>
<file path="/design/flow/constraint.sdc">
current_design avg

set clk_period 5.7
set clk_io_pct 0.2

create_clock -name clk0 -period $clk_period [get_ports {clk}]

set non_clock_inputs [all_inputs -no_clocks]
set_input_delay [expr $clk_period * $clk_io_pct] -clock clk0 $non_clock_inputs
set_output_delay [expr $clk_period * $clk_io_pct] -clock clk0 [all_outputs]
</file>
<file path="/design/flow/design.v">
module avg(
    input clk,dataeve,dataodd,reset,
    output [7:0]sineout,
    output [7:0]cosout,
    output reg [7:0]avgout
    );
    sinewave Seve(clk,dataeve,reset,sineout);
    coswave Codd(clk,dataodd,reset,cosout);
    always @(posedge clk)
    begin
        avgout=(sineout+cosout);
    end
endmodule
`timescale 1ns / 1ps
module coswave(
    input clk,data,reset,
    output reg [7:0]cosineout
    );
    integer i,j;
    reg [7:0]cosine[0:51];
    initial begin
        cosine[0]=78; cosine[1]=77; cosine[2]=75; cosine[3]=73; cosine[4]=69; cosine[5]=64; cosine[6]=58; cosine[7]=51; cosine[8]=44; cosine[9]=36; 
        cosine[10]=27; cosine[11]=18; cosine[12]=9; cosine[13]=0; cosine[14]=-9; cosine[15]=-18; cosine[16]=-27; cosine[17]=-36; cosine[18]=-44; 
        cosine[19]=-51; cosine[20]=-58; cosine[21]=-64; cosine[22]=-69; cosine[23]=-73; cosine[24]=-75; cosine[25]=-77; cosine[26]=-78; cosine[27]=-77;
        cosine[28]=-75; cosine[29]=-73; cosine[30]=-69; cosine[31]=-64; cosine[32]=-58; cosine[33]=-51; cosine[34]=-44; cosine[35]=-36; cosine[36]=-27;
        cosine[37]=-18; cosine[38]=-9; cosine[39]=0; cosine[40]=9; cosine[41]=18; cosine[42]=27; cosine[43]=36; cosine[44]=44; cosine[45]=51; 
        cosine[46]=58; cosine[47]=64; cosine[48]=69; cosine[49]=73; cosine[50]=75; cosine[51]=77; i=0; j=26;
    end
    always @(posedge clk)
    begin
        if(reset)
        begin 
            cosineout=cosine[0];
            i=0;j=26;
        end
        else
        begin
            if(data) 
            begin
                cosineout=cosine[i];
                i=i+1;
                if(i==52) i=0;
            end
            else 
            begin
                cosineout=cosine[j];
                j=j+1;
                if(j==52) j=0;
            end
        end
    end
endmodule
`timescale 1ns / 1ps
module sinewave(
    input clk,data,reset,
    output reg [7:0]sineout
    );
    integer i,j;
    reg [7:0]sine[0:51];
    initial begin
        sine[0]=0; sine[1]=9; sine[2]=18; sine[3]=27; sine[4]=36; sine[5]=44; sine[6]=51; sine[7]=58; sine[8]=64; 
        sine[9]=69; sine[10]=73; sine[11]=75; sine[12]=77; sine[13]=78; sine[14]=77; sine[15]=75; sine[16]=73; sine[17]=69;
        sine[18]=64; sine[19]=58; sine[20]=51; sine[21]=44; sine[22]=36; sine[23]=27; sine[24]=18; sine[25]=9; sine[26]=0;
        sine[27]=-9; sine[28]=-18; sine[29]=-27; sine[30]=-36; sine[31]=-44; sine[32]=-51; sine[33]=-58; sine[34]=-64; 
        sine[35]=-69; sine[36]=-73; sine[37]=-75; sine[38]=-77; sine[39]=-78; sine[40]=-77; sine[41]=-75; sine[42]=-73;
        sine[43]=-69; sine[44]=-64; sine[45]=-58; sine[46]=-51; sine[47]=-44; sine[48]=-36; sine[49]=-27; sine[50]=-18;
        sine[51]=-9; i=0;j=26; 
    end
    always @(posedge clk)
    begin
        if(reset)
        begin 
            sineout=sine[0];
            i=0;j=26;
        end
        else
        begin
            if(data) 
            begin
                sineout=sine[i];
                i=i+1;
                if(i==52) i=0;
            end
            else 
            begin
                sineout=sine[j];
                j=j+1;
                if(j==52) j=0;
            end
        end
    end
endmodule
</file>
==> impl_metrics.py <==
# Generated from Yosys and OpenROAD reports
metrics = {
    "clock_tree": {
        "clock_latency_ps": 410,
        "cts_resized": 0,
        "cts_max_level": 4,
        "numCtsBuffers": 17,
        "post-cts-setup-buffers": 0,
        "cts_num_sinks": 152,
        "clkTransAtPathRegs_ps": 60,
        "root_buffer": "clkbuf_16",
        "hold_buffers": 0,
        "cts_tree": "built",
        "clockBufferDepth": 2,
    },
    "worst_setup_path": {
        "critPathKind": "in -> reg",
        "cp.arrival_ps": 3960,
        "worstPathRequired_ps": 5990,
        "path_delay_family": "buffers and inverters",
        "crit_buf_inv": 3,
        "cpPeakStageDelay_ps": 750,
        "path_max_fanout": 43,
        "crit_chain": "buf_2 -> buf_4 -> mux2i_1 -> inv_1 -> ha_1 -> nand2_1 -> o21ai_0 -> o22ai_1 -> a31oi_1 -> or3_1",
        "setup.worst_path.end_class": "flip-flop",
        "reg2reg_slack_ps": 2330,
        "crit_path_start_kind": "primary input",
        "cpMaxStageDelayCell": "mux2i_1",
    },
    "power_and_ir_drop": {
        "power_mw": 2.52,
        "ir_worst_vdd_mv": 0.193,
        "leakage_nw": 3.73,
        "powerDensity_nw_per_um2": 233,
    },
    "yosys": {
        "numSynthFlops": 152,
        "synth_area_um2": 9930,
        "synthArstFlopShare": 0,
        "ys.flop_type": "dfxtp_1",
        "syn_area_per_cell_um2": 7.67,
        "yosys.stat.seqShare": 0.306,
        "synth_warnings": 3,
        "yosysChipArea_um2": 9930,
        "edf_count": 0,
        "ys_cells": 1296,
        "synthCells": 1296,
        "synthDistinctLibCells": 74,
    },
    "floorplanning": {
        "fp_util": 0.510,
        "die_w_um": 143,
        "num_io_pins": 28,
        "core-area_um2": 19500,
        "die-area_um2": 20400,
        "core.rowCount": 51,
        "die_h_um": 143,
    },
    "route": {
        "drt_iter0_drc": 470,
        "ant_nets": 0,
        "route.detailed.wl_per_inst_um": 14.8,
        "drcViolationCount": 0,
        "via_per_inst": 5.71,
        "route.vias.total": 8778,
        "n_antenna_cell": 0,
        "drtPass1Iterations": 5,
        "wirelength_um": 22700,
    },
    "global_route": {
        "grt_pass1_vias": 7640,
        "globalRouteMet1Util": 0.371,
        "grt_pass1_wl_um": 38500,
        "grtUsageMet2": 0.360,
        "grt_overflow": 0,
        "grtUsageMet3": 0.0297,
        "busiest_layer": "met1",
        "grt_antenna_before_repair": 0,
        "grtUsageTotal": 0.235,
        "grt_max_degree": 69,
    },
    "sta": {
        "rsz0062_at_grt": "false",
        "finalClockSkew_ps": 9.57,
        "slew_violations": 0,
        "tightestPinTransition_ps": 868,
        "worst_slack_ps": 2030,
        "relSlewSlack": 0.405,
        "finalSetupViolations": 0,
        "fmax_mhz": 272,
        "setup-tns-final_ps": 0,
        "finalHoldViolCount": 0,
        "period_used_share": 0.644,
        "period_needed_ps": 3670,
    },
    "placed_design": {
        "dp_slack_ps": 1630,
        "place_congestion": 0.888,
        "placed_area_um2": 10200,
        "io_buffer_count": 27,
        "dp_hpwl_um": 15500,
    },
    "worst_hold_path": {
        "hold_class": "reg -> reg",
    },
    "final_layout": {
        "area_growth_pct": 8.83,
        "finalInstanceArea_um2": 10800,
        "final_core_util": 0.556,
        "drive_above_1_share": 0.0574,
    },
    "job": {
        "max_cap_violations": 0,
        "warning_count": 38,
    },
    "run_status": {
        "outcome": "completed",
    },
}
per-layer routing:
| metal | vias up | wire length, um |
|---|---|---|
| li1 | 4562 | - |
| met1 | 4059 | 11600 |
| met2 | 142 | 10100 |
| met3 | 15 | 734 |
| met4 | 0 | 197 |
| met5 | - | 0 |
tightest hold or removal path, delay by kind of cell (launching register included):
family | cells | cell delay (ps)
DFF | 1 | 330
AOI/OAI and AO/OA | 2 | 130
state kept, by name (all words and copies together), names as in the netlist:
signal	cells
Codd.cosineout	8
avgout	8
Codd.i	32
Codd.j	32
Seve.i	32
Seve.sineout	8
Seve.j	32
final cells by class:
type | count | area [um2]
clock buffers | 21 | 450
clock inverters | 9 | 126
fillers | 1780 | 8650
inverters | 30 | 113
multi-input cells | 1020 | 6390
flip-flops and latches | 152 | 3040
well taps | 265 | 332
repair buffers | 39 | 353
cells by family (layout without fill, tap and decap cells):
logic type,after synthesis,in the layout,synth area share
and+or+nand+nor,598,598,0.305
AOI/OAI and AO/OA,221,221,0.145
DFF,152,152,0.306
xor gates and xnor gates,151,151,0.133
buffers and inverters,124,99,0.0506
adders and majority gates,28,28,0.0360
muxes,22,22,0.0246
final timing paths:
check	startpoint	cells past startpoint	end
hold reg to reg	Codd.j[27]	2	Codd.j[27]
hold / removal	Codd.j[27]	2	Codd.j[27]
setup / recovery	dataodd	10	Codd.cosineout[6]
setup reg to reg	Codd.j[0]	8	Codd.j[0]
synthesized netlist by cell type, types with 22 or more instances:
cell type	instances	area share
and3_1	23	0.014
or3_1	28	0.018
nand3_1	63	0.032
clkbuf_1	65	0.025
xnor2_1	77	0.068
a21oi_1	67	0.034
nand4_1	55	0.035
xor2_1	74	0.065
inv_1	29	0.011
nand2_1	123	0.046
dfxtp_1	152	0.31
nor4_1	22	0.014
nor3_1	46	0.023
o21ai_0	40	0.020
nor2_1	169	0.064
ha_1	27	0.034
power by group:
| group | switching [mW] | internal, mW | leakage (nW) |
|---|---|---|---|
| combinational | 0.142 | 0.128 | 2.22 |
| sequential | 0.0266 | 1.10 | 1.23 |
| clock | 0.435 | 0.693 | 0.283 |
| total | 0.603 | 1.92 | 3.73 |
through the flow:
step | hold WS, ps | instances
5_1_grt | 535 | 1536
3_5_place_dp | 502 | 1506
6_report | 512 | 1536
2_1_floorplan | 420 | 1296
3_3_place_gp | 488 | 1506
4_1_cts | 515 | 1536
layout by cell type (no fill, tap or decap), types with 6 or more instances in the layout:
cell	instances
buf_4	13
o21ai_0	40
and4_1	14
o22ai_1	7
inv_1	29
mux2i_1	12
and3_1	23
o31ai_1	6
xor2_1	74
nor4_1	21
a21oi_1	67
dfxtp_1	152
nand4_1	55
o211ai_1	10
clkdlybuf4s50_1	25
mux2_2	9
clkbuf_16	17
and2_1	9
ha_1	27
a31oi_1	9
o311ai_0	6
or2_2	7
nand3_1	63
nor3_1	46
nand2_1	123
a211oi_1	17
xnor2_1	77
or3_1	28
a311oi_1	7
or4_1	9
nor2_1	169
Power is estimated from default activity; no workload was simulated.
